**flow/config.mk**
```make
export PLATFORM = sky130hd
export DESIGN_NAME = register_file
export DESIGN_NICKNAME = register_file
export VERILOG_FILES = /design/flow/design.v
export SDC_FILE = /design/flow/constraint.sdc
export NUM_CORES = 4
export LEC_CHECK = 1
export CORE_UTILIZATION = 50
```
**flow/constraint.sdc**
```tcl
current_design register_file

set clk_period 6.0
set clk_io_pct 0.2

create_clock -name clk0 -period $clk_period [get_ports {clk}]

set non_clock_inputs [all_inputs -no_clocks]
set_input_delay [expr $clk_period * $clk_io_pct] -clock clk0 $non_clock_inputs
set_output_delay [expr $clk_period * $clk_io_pct] -clock clk0 [all_outputs]
```
**flow/design.v**
```verilog
module register_file(data_a, data_b, addr_a, addr_b, addr_in, data_in, write, clk);
    input write, clk;
    input [4:0] addr_a, addr_b, addr_in;
    input [31:0] data_in;
    output [31:0] data_a, data_b;
    reg [31:0] registers [0:31];
    assign data_a = registers[addr_a];
    assign data_b = registers[addr_b];
    initial registers[5'b0] = 32'b0;   
    always @(posedge clk) if (write && addr_in !== 0) registers[addr_in] = data_in;
endmodule
```
**flow/run.sh**
```bash
#!/bin/bash
# OpenROAD 26Q1-2900-gdf79404cd8, Yosys 0.63+post, stock flow scripts
make -C /OpenROAD-flow-scripts/flow DESIGN_CONFIG=/design/flow/config.mk WORK_HOME=/design/flow/orfs finish
```
==> out/results.txt <==
Max reg flops - 1024
Max-Cap Viols - 0
Area leader share - 63.1%
DIE AREA - 0.0988 sq mm
Hold Path Sink - registers[31][9]$_DFFE_PP_
Hold Path Cell Cnt - 2
WP depth - 9
Initial DRC count - 2536
Pleak - 20.8 nW
Number of global-route vias before repair - 33100
YS chip area - 0.0488 sq mm
Via count - 31600
Worst-path fanout max - 20
Post-layout util - 57.9%
Synth area leader - edfxtp_1
Worst vdd ir - 212 uV
Critical Path RT - 4.80 ns
Tmin final - 5.33 ns
Cycle use final - 88.9%
Setup TNS - 0 ns
CTS sink cnt - 1024
Total area of sequential cells - 0.0307 sq mm
Global route overflow - 0
Worst setup path class - input port to primary output
H-tree depth - 3
First-pass DRT Iterations - 8
Final hold vios - 0
Warning total across the stage logs - 26
Slowest CP cell - nor2b_4
Vias per cell - 6.39
Floorplan Utilization - 50.4%
Area growth syn-to-layout - 14.8%
Worst Hold Class - input port to register
Worst hold path startpoint - data_in[9]
CTS tree - built
Row count - 114
Clock Path Buffers - 3
EDFF count, synth - 1024
Antenna violations before repair - 3
RSZ-0062 raised after global routing - no
Final Routed Wirelength - 155 mm
Post-CTS Hold Fix Bufs - 0
Residual DRC count - 0
# resized after CTS - 0
Most frequent cells after synthesis - edfxtp_1, mux2i_1, nand2_1
TritonCTS Buffers - 110
Cell Type Count - 24
PD cells - 292 mW/mm^2
Core Box Area - 0.0967 sq mm
Status - complete, no violations
Placer Congestion - 0.912
Final ANT Viol Nets - 0
Final instance area - 0.0560 sq mm
Final HPWL DP - 91.7 mm
Syn Std Cell Area - 0.0488 sq mm
Layout cells sized above 1 - 11.1%
Die y size - 314 um
CP Data Arrival Time - 4.13 ns
Peak Freq - 188 MHz
Synth Seq Share - 63.1%
Startpoint types - input port
Relative slew margins - 29.1%
Cells after synthesis - 3386
Total GRT Usage - 34.6%
Ys flops - 1024
Mapped Avg Cell Area - 14.4 sq um
Postcts setup bufs - 0
CP startpoint - addr_b[0]
Wire per inst - 31.3 um
Final max-slew violation count - 0
Crit path buffers/inverters - 4
DIE WIDTH - 314 um
Synth warn - 1
Asr flop ratio synth - 0%
Main flop type - edfxtp_1
Post-DP Area - 0.0524 sq mm
Worst-path clk slew - 0.06 ns
I/O pin count - 113
Logic area - 0.0169 sq mm
Fillers - 7243
Setup violations, final - 0
First-pass GRT wire length - 223 mm
Port bufs - 112
Worst path cell trace - clkdlybuf4s50_1, nor2b_4, buf_12, buf_12, a22o_1, nor3_1, a31oi_1, nand3_1, clkdlybuf4s50_1
Worst setup EP type - primary output
Largest cells by area - edfxtp_1, mux2i_1, a22oi_1
Slew at the pin closest to its max-slew limit - 1.06 ns
Crit path largest cell delay - 0.69 ns
Yosys Instances - 3386
Delay-heaviest family, CP - buffers and inverters
Clock root cell - clkbuf_16
Largest net degree at the start of global routing - 60
-- layer usage --
metal	routed length (um)	global-route usage (%)	share of wire (%)
met5	257	1.93	0.17
met4	5380	8.94	3.5
met3	27300	25.2	18
met2	67400	47.2	44
met1	54600	46.5	35
-- cells in the final DEF, fill, tap and decap left out, types with 13 or more instances in the layout --
cell,n
a21oi_1,192
clkinv_2,29
buf_12,46
conb_1,32
clkinv_1,22
mux2i_1,1024
a31oi_1,64
clkdlybuf4s50_1,110
nand3_1,194
clkbuf_16,114
nand2_1,193
a22o_1,128
nor3_1,64
bufinv_16,13
nor2_4,33
clkbuf_1,21
buf_4,147
a22oi_1,192
edfxtp_1,1024
-- final cells by class --
| cell class | instances | area share [%] |
|---|---|---|
| timing repair buffer | 305 | 5.64 |
| tap | 1276 | 2.85 |
| clock buffer | 135 | 5.24 |
| antenna | 2 | 0.00894 |
| multi-input combinational | 2140 | 30.2 |
| sequential | 1024 | 54.9 |
| clock inverter | 69 | 1.19 |
-- stage by stage --
stage	hold WS, ns	total power [mW]	setup slack (ns)	cells
after detailed placement	2.04	9.71	0.674	4745
after CTS	1.30	16.4	0.673	4949
after floorplan	1.30	9.00	2.38	3417
final	1.33	16.4	0.667	4951
after global placement	2.02	9.70	0.699	4745
after global routing	1.35	16.8	0.590	4949
-- logic make-up (layout without fill, tap and decap cells) --
group,Yosys count,in the layout,share of synthesized area (%)
buffers and inverters,253,509,3.15
other,1,34,0.00769
and+or+nand+nor,508,508,4.71
DFF,1024,1024,63.1
muxes,1024,1024,21.0
AOI/OAI and AO/OA,576,576,8.05
-- power by group --
group | internal [mW] | total, mW | leakage, nW | switching, mW
logic | 0.609 | 1.56 | 9.82 | 0.954
clock network | 4.00 | 6.79 | 1.78 | 2.78
registers | 7.98 | 8.02 | 9.25 | 0.0423
total | 12.6 | 16.4 | 20.8 | 3.78
-- how the worst max path moves through the flow --
| stage | end | slack [ns] |
|---|---|---|
| after CTS | data_b[11] | 0.67 |
| after global routing | data_b[12] | 0.59 |
| final | data_b[11] | 0.67 |
No activity file was given, so power comes from the tool's default toggle rates.
