### design/flow/config.mk
export PLATFORM = sky130hd
export DESIGN_NAME = ifu
export DESIGN_NICKNAME = ifu
export VERILOG_FILES = /design/flow/design.v
export SDC_FILE = /design/flow/constraint.sdc
export NUM_CORES = 4
export LEC_CHECK = 1
export CORE_UTILIZATION = 30
export SYNTH_MEMORY_MAX_BITS = 65536
### design/flow/constraint.sdc
current_design ifu

set clk_period 12.4
set clk_io_pct 0.2

create_clock -name clk0 -period $clk_period [get_ports {clk}]

set non_clock_inputs [all_inputs -no_clocks]
set_input_delay [expr $clk_period * $clk_io_pct] -clock clk0 $non_clock_inputs
set_output_delay [expr $clk_period * $clk_io_pct] -clock clk0 [all_outputs]
### design/flow/design.v
module ifu(
    output [31:0] instruction,
    output branch_taken,
    output [31:0] pc_seq_out,
    input [15:0] imm16,
    input [25:0] addr26,
    input [31:0] pc_reg,
    input [31:0] pc_mem,
    input zero,
    input st_Z,
    input [1:0] pc_select,
    input is_jump,
    input status_branch,
    input need_st_Z,
    input zero_branch,
    input need_zero,
    input clk
);
    reg [31:0] pc;   
    wire [31:0] pc_in, pc_seq, pc_branch, pc_offset, pc_addr26, sext_imm16;
    wire take_zero_branch, take_status_branch, zero_satisfied, st_Z_satisfied;
    rom imemory(instruction, pc);
    signext16_32 sext_imm(sext_imm16, imm16);
    mux4 #(32) pc_branch_mux(pc_branch, pc_offset, pc_addr26, pc_reg, pc_mem, pc_select);
    mux2 #(32) pc_in_mux(pc_in, pc_seq, pc_branch, branch_taken);
    or(branch_taken, is_jump, take_zero_branch, take_status_branch);
    and(take_zero_branch, zero_branch, zero_satisfied);
    and(take_status_branch, status_branch, st_Z_satisfied);
    xnor(zero_satisfied, zero, need_zero);
    xnor(st_Z_satisfied, st_Z, need_st_Z);
    assign pc_seq = pc + 4;
    assign pc_seq_out = pc_seq;
    assign pc_offset = pc_seq + (sext_imm16 << 2);
    assign pc_addr26 = {pc[31:28], addr26, 2'b00};
    initial begin
        pc = -4;
    end
    always @(negedge clk) begin
        pc = pc_in;
        if (pc > 1000) begin
            pc = 1000;   
        end
    end
endmodule
module memory(data_out, addr_in, data_in, write, clk);
    input write, clk;
    input [31:0] addr_in;
    input [31:0] data_in;
    output [31:0] data_out;
    reg [7:0] bytes [0:255*4];
    reg [31:0] debug_words[0:255];   
    reg [7:0] debug_word_addr = 0;
    wire [9:0] addr;
    assign addr = addr_in[9:0];   
    assign data_out = {bytes[addr+3], bytes[addr+2], bytes[addr+1], bytes[addr]};
    always @(posedge clk) if (write) begin
        bytes[addr]   = data_in[7:0];
        bytes[addr+1] = data_in[15:8];
        bytes[addr+2] = data_in[23:16];
        bytes[addr+3] = data_in[31:24];
        debug_word_addr = addr / 4;
        debug_words[debug_word_addr] = data_in;
    end
endmodule
module rom(data_out, addr);
    input [31:0] addr;
    output [31:0] data_out;
    memory storage(data_out, addr, , , );   
endmodule
module mux2(out, a, b, select);
    parameter width = 32;
    output [width-1:0] out;
    input [width-1:0] a, b;
    input select;
    assign out = (select == 0) ? a : b;
endmodule
module mux4(out, a, b, c, d, select);
    parameter width = 32;
    output reg [width-1:0] out;
    input [width-1:0] a, b, c, d;
    input [1:0] select;
    always @(a or b or c or d or select) begin
        case (select)
            2'b00: out = a;
            2'b01: out = b;
            2'b10: out = c;
            2'b11: out = d;
        endcase
    end
endmodule
module signext16_30(out, in);
    output [29:0] out;
    input [15:0] in;
    wire [13:0] sign14;
    wire s;
    assign s = in[15];
    assign sign14 = {s, s, s, s, s, s, s, s, s, s, s, s, s, s};
    assign out = {sign14, in};
endmodule
module signext16_32(out, in);
    output [31:0] out;
    input [15:0] in;
    wire [15:0] sign16;
    wire s;
    assign s = in[15];
    assign sign16 = {s, s, s, s, s, s, s, s, s, s, s, s, s, s, s, s};
    assign out = {sign16, in};
endmodule
### design/flow/run.sh
#!/bin/bash
# OpenROAD 26Q1-2900-gdf79404cd8, Yosys 0.63+post, stock flow scripts
make -C /OpenROAD-flow-scripts/flow DESIGN_CONFIG=/design/flow/config.mk WORK_HOME=/design/flow/orfs finish
==> flow_summary.json <==
{
  "cts_sinks": 32,
  "hold_viol": 0,
  "ys_cells": 651,
  "tns_ns": 0,
  "cts_buffers": 5,
  "die_x_um": 129.9,
  "largest_register_ffs": 32,
  "grt_pass1_wl_um": 27180,
  "ioPinCount": 181,
  "cap_viol_max_count": 0,
  "critPathKind": "input pin to flop",
  "vias_per_cell": 5.246,
  "max-slew-margin-rel_pct": 57.31,
  "drt_first_iter_violations": 484,
  "numSynthFlops": 32,
  "antenna_cells": 0,
  "gr-usage-met2_pct": 32.81,
  "max_stage_delay_ns": 0.51,
  "dp_hpwl_um": 14870,
  "final_common_cell": "clkdlybuf4s50_1",
  "crit_path_start": "imm16[0]",
  "critPathSlowestCell": "or4_1",
  "crit_family": "simple AND/OR/NAND/NOR gates",
  "min_path_type": "flop to flop",
  "dp_slack_ns": 0.1109,
  "worstPathRequired_ns": 6.49,
  "leakage_nw": 2.764,
  "post_drt_wl_per_cell_um": 17.21,
  "cts_tree": "built",
  "use_met3_pct": 3.173,
  "min_from": "pc[0]$_SDFF_NN0_",
  "area_growth_pct": 39.90,
  "cts_root_buffer": "clkbuf_16",
  "grt-busiest-layer": "met2",
  "cts_resized": 0,
  "tool_warnings": 60,
  "ant_nets": 0,
  "synth_cell_types": 75,
  "path_buffers": 1,
  "lay_top_cells": "clkdlybuf4s50_1, nand2_1, conb_1",
  "fp_util_pct": 30.76,
  "drive_gt1_share_pct": 7.885,
  "grt_overflow": 0,
  "postCtsSetupBuffers": 0,
  "drc_errors": 0,
  "synth-main-ff-cell": "dfxtp_1",
  "dr.pass1.iters": 5,
  "yosys-stat-area_um2": 4905,
  "nFillCells": 1641,
  "synth_seq_share_pct": 13.06,
  "arrival_ns": 6.05,
  "finalWeightedCongestion": 0.9931,
  "antenna_found_initial": 0,
  "grt_usage_pct": 21.39,
  "htreeDepth": 2,
  "syn_avg_cell_area_um2": 7.534,
  "clkSlewWorstSetupHoldPaths_ns": 0.03,
  "utilization_pct": 43.04,
  "async_reset_ff_share_pct": 0,
  "edf_count": 0,
  "via_count": 5524,
  "use_met1_pct": 31.95,
  "grt_max_degree": 27,
  "clock_path_buffers": 2,
  "status": "finished, final reports clean",
  "clock_latency_ns": 0.35,
  "start_kind": "input pin",
  "finClkSkew_ns": 0.006669,
  "crit_path_end_kind": "flop",
  "die_h_um": 129.9,
  "crit_fanout": 10,
  "pwr_density_cell_nw_per_um2": 73.61,
  "crit_chain": "clkdlybuf4s50_1 > ha_1 > fa_1 > a211o_1 > a2111oi_4 > nor4_1 > or4_1 > a21oi_1 > o221ai_2 > o21ai_0 > and4_1 > and4_1",
  "rsz0062_at_grt": "false",
  "routed_wl_um": 18120,
  "crit-reg2reg-launch": "pc[3]$_SDFF_NN1_",
  "grt_pass1_vias": 5026,
  "dp_cells": 1014,
  "peakVddDrop_uv": 87.05,
  "dieArea_um2": 16860,
  "setup-violations-final": 0,
  "core_area_um2": 15940,
  "cts_hold_buf": 0,
  "syn_area_um2": 4905,
  "drv_slew": 0,
  "rows": 46,
  "setup_slack_ns": 0.4376,
  "synthCells": 651,
  "critPathMostFrequentCell": "and4_1",
  "synth_warnings": 37,
  "final_cells": 1053,
  "port_buffers": 148,
  "tightest_slew_ns": 0.6358
}
[cell usage after synthesis (5+ instances only)]
cell      number  area share, %
a21oi_1       41            4.2
or3_1          6           0.77
nand3_1       19            1.9
xor2_1        18            3.2
clkbuf_1      27            2.1
a211oi_1      10            1.5
o31ai_1        9            1.4
mux4_2         6            2.8
o211ai_1       7            1.1
ha_1          33            8.4
buf_4         36            5.5
a221oi_1       6            1.1
and4_1        11            2.0
dfxtp_1       32             13
o21a_1        10            1.5
a31oi_1        5           0.64
nor2_1        44            3.4
mux2i_1       16            3.3
nand4_1       26            3.3
or2_2          6           0.77
a21o_1        13            2.0
and3_1         6           0.77
mux2_2         8            1.8
nor4_1         9            1.1
nand2_1       56            4.3
buf_2          9           0.92
inv_1          9           0.69
nor3_1        28            2.9
xnor2_1       26            4.6
and2_1         6           0.77
o21ai_0       35            3.6
o311ai_0       5           0.89
[through the flow]
step	instance area, um2	hold WS, ns	total power [mW]
CTS	6862	0.6992	0.5115
global route	6862	0.7308	0.5466
detailed placement	6580	0.6934	0.3416
floorplan	5104	0.6469	0.2592
global placement	6580	0.6978	0.3430
finish	6862	0.7094	0.5051
[logic make-up after synthesis]
family                     after synthesis  share of synthesized area, %
AOI/OAI and AO/OA                      190                         27.58
xor gates and xnor gates                44                         7.857
adders and majority gates               34                         8.827
buffers and inverters                   86                         9.719
DFF                                     32                         13.06
muxes                                   30                         7.857
other                                    1                       0.07646
and+or+nand+nor                        234                         25.03
[tightest hold or removal path: stages, from the launching register on]
cell     delay (ns)
dfxtp_1        0.35
a32oi_1        0.07
nor2_1         0.07
and4_1         0.18
[worst paths after layout]
kind | endpoint | cells after the start | slack, ns
hold / removal | pc[0]$_SDFF_NN0_ | 3 | 0.71
setup reg to reg | pc[1]$_SDFF_NN0_ | 14 | 7.62
hold reg to reg | pc[0]$_SDFF_NN0_ | 3 | 0.71
setup / recovery | pc[1]$_SDFF_NN0_ | 12 | 0.44
[layer usage]
| metal | wire, um | vias up |
|---|---|---|
| met5 | 0 | - |
| met2 | 7997 | 218 |
| met1 | 8492 | 2522 |
| met4 | 331 | 0 |
| li1 | - | 2761 |
| met3 | 1299 | 23 |
[where the power goes]
group / internal, mW / switching (mW)
logic: 0.104 / 0.109
registers: 0.108 / 0.00467
clock network: 0.108 / 0.0711
total: 0.320 / 0.185
[layout make-up]
type	count	area, um2	area share [%]
Sequential cell	32	640.6	9.336
Clock inverter	35	160.2	2.334
Multi-Input combinational cell	586	3986	58.10
Inverter	8	30.03	0.4376
Tap cell	216	270.3	3.939
Timing Repair Buffer	171	1649	24.03
Clock buffer	5	125.1	1.823
Power figures rest on the tool's default switching activity, not on a simulated workload.
