===== /design/flow/run.sh =====
#!/bin/bash
# OpenROAD 26Q1-2900-gdf79404cd8, Yosys 0.63+post, stock flow scripts
make -C /OpenROAD-flow-scripts/flow DESIGN_CONFIG=/design/flow/config.mk WORK_HOME=/design/flow/orfs finish

===== /design/flow/config.mk =====
export PLATFORM = sky130hd
export DESIGN_NAME = alu
export DESIGN_NICKNAME = alu
export VERILOG_FILES = /design/flow/design.v
export SDC_FILE = /design/flow/constraint.sdc
export NUM_CORES = 4
export LEC_CHECK = 1
export CORE_UTILIZATION = 50

===== /design/flow/constraint.sdc =====
current_design alu

set clk_period 19.7
set clk_io_pct 0.2

create_clock -name clk0 -period $clk_period

set non_clock_inputs [all_inputs -no_clocks]
set_input_delay [expr $clk_period * $clk_io_pct] -clock clk0 $non_clock_inputs
set_output_delay [expr $clk_period * $clk_io_pct] -clock clk0 [all_outputs]

===== /design/flow/design.v =====
module alu(out, zout, a, b, op, shamt);
    input [31:0] a, b;
    input [2:0] op;
    input [4:0] shamt;
    output reg [31:0] out;
    output reg zout;
    reg [31:0] diff;
    always @(a or b or op or shamt) begin
        case (op)
            3'b000: out = a & b;
            3'b001:  out = a | b;
            3'b100: out = ~(a | b);
            3'b010: out = a + b;
            3'b110: out = a + 1 + (~b);
            3'b011: out = b << shamt;
            3'b101: out = b >> shamt;
            3'b111: begin
                        diff = a + 1 + (~b);
                        out = diff[31] ? 1 : 0;
                    end
            default: out = 32'bx;
        endcase
        zout = ~(|out);
    end
endmodule

==> changes_impl.md <==
### Implementation results

* Total Wirelength at roughly 43000 um
* Flop count at 0
* Die area at about 19000 um2
* Clock Buffer Count at 0
* Antenna Cells at 0
* Final setup fails at 0
* Core Area at about 18000 um2
* Hold Crit Class: primary input to output pin
* Most numerous logic cell after layout: nor2_1
* Worst Path Required at between 15000 and 20000 ps
* FP Rows at between 40 and 50
* Total number of vias at around 12000
* Largest net degree at the start of global routing at roughly 64
* Setup CP Type: primary input to output pin
* Total Routing Usage GR at a little under half
* Routed WL per cell at about 27 um
* Total power at approximately 320 uW
* Syn avg cell area at just under 7 um2
* Core Util at FP at ~51%
* Final Critical Period at roughly 14000 ps
* Post-synthesis cell type count at between 70 and 80
* Setup TNS at 0 ps
* DR vias/cell at a little over 7
* CP startpoint kind: primary input
* Synth Seq Share at 0%
* Setup bufs post-CTS at 0
* Final worst slack at approximately 5600 ps
* Placed insts at about 1600
* Hold EP: out[1]
* M2 GR Usage at ~65%
* OpenROAD warning count at between 90 and 100
* Area of placed instances at 10200 um2
* Met3 GRT Util at between 10% and 20%
* Initial antenna violation count at 0
* Die H at around 140 um
* Worst IR Drop VDD at 0.0251 mV
* Die Width at between 100 and 150 um
* Non-Filler Instances at ~1600
* DRC at 0
* Crit end category: output pin
* Final HPWL DP at about 33000 um
* Max-cap violation count at 0
* First-pass GRT wire length at about 63000 um
* Most common logic cells in the final layout: 151 x nor2_1, 124 x a21oi_1, 101 x inv_1, 100 x clkdlybuf4s50_1, 99 x nand2_1
* Worst-margin pin slew at 1040 ps
* First DRT Iteration DRCs at roughly 1600
* Power Dens Cells at 31.1 nW/um2
* Peak Freq at 71.0 MHz
* Buffers added on ports at around 110
* GRT Max-Usage Layer: met1
* Static leakage at about 4.2 nW
* Post-cts hold buffer count at 0
* Dpl ws at between 5000 and 6000 ps
* Post-DRT Antenna Nets at 0
* Share of cells above drive strength 1 at 8.14%
* Register area at 0 um2
* Tcrit/Tclk final at between 70% and 80%
* Yosys top cell by area: ha_1
* Syn Std Cell Area at 9210 um2
* Routability cong. at 1.10
* Biggest area cells: ha_1 13%, mux4_2 9.0%, a21oi_1 6.7%
* Relative slew slack at between 20% and 30%
* Yosys warning total at 1
* Final tally of hold violations at 0
* Post-CTS Resized at 0
* Final core utilization at ~57%
* DR pass1 iterations at 5
* Gr ovfl total at 0
* Synth Instances at 1342
* Worst Path Arrival at between 10000 and 15000 ps
* Worst Path Max Fanout at 15
* Number of top-level pins at between 100 and 150
* Pins Over Slew Limit at 0
* Status: finished, final reports clean
* Max-area cell share at 13.2%
* # Cells Yosys at roughly 1300
* HP Start: shamt[3]
* WHS Path Cells at 5
* Hold_ws at a little over 9000 ps
* Yosys stat area at roughly 9200 um2
* RSZ-0062 raised after global routing: false
* Layout area overhead at 11.1%
* FILL cells at between 1500 and 2000
* Met1 GRT Util at between 60% and 70%
* Final Cell Area at between 10000 and 15000 um2
* Vias in the first global route at around 10000
-- logic make-up (layout without fill, tap and decap cells) --
logic type | after synthesis | after routing | synth area share (%)
xor+xnor | 25 | 25 | 2.38
buf+inv | 208 | 230 | 9.37
compound gates | 479 | 479 | 34.9
fa+ha+maj | 99 | 99 | 13.6
simple gates | 410 | 410 | 20.9
mux | 121 | 121 | 18.8
-- power breakdown --
group          switching (mW)  leakage, nW  internal [mW]
sequential                  0            0              0
combinational           0.192         4.20          0.126
clock                       0            0              0
-- layer usage --
layer  part of all wire (%)  vias up
met5                      0        -
met4                    5.4        0
met3                     14      183
met2                     41      945
met1                     40     5352
li1                       -     5105
-- final cells by class --
cell class / instances / area [um2] / share of cell area, %
timing repair buffer: 127 / 1200 / 11.7
inverter: 103 / 387 / 3.78
tap: 229 / 287 / 2.80
multi-input combinational: 1134 / 8360 / 81.7
-- how the worst max path moves through the flow --
| stage | from | end |
|---|---|---|
| after global routing | b[4] | zout |
| final | b[4] | zout |
| after CTS | b[4] | zout |
-- cell usage after synthesis (11+ instances only) --
| master | count |
|---|---|
| a211oi_1 | 32 |
| xnor2_1 | 22 |
| o21ai_0 | 74 |
| mux2_2 | 26 |
| o211ai_1 | 32 |
| a221oi_1 | 11 |
| nand3_1 | 30 |
| a21oi_1 | 124 |
| a22oi_1 | 11 |
| inv_1 | 101 |
| o31ai_1 | 15 |
| nand2b_1 | 13 |
| a21o_1 | 18 |
| nor3_1 | 25 |
| nor2_1 | 151 |
| a31oi_1 | 21 |
| clkbuf_1 | 62 |
| o221ai_1 | 11 |
| nor4_1 | 11 |
| mux4_2 | 37 |
| o22ai_1 | 27 |
| mux2i_1 | 56 |
| nand2_1 | 99 |
| or3_1 | 14 |
| ha_1 | 97 |
| nor2b_1 | 13 |
| buf_2 | 23 |
| nand4_1 | 11 |
-- worst max-delay path, stage by stage --
cell and delay, ps:
clkdlybuf4s50_1 650, inv_1 110, ha_1 470, or4_1 710
a2111oi_0 970, a211oi_1 170, a21boi_0 370, xnor2_1 160
o221ai_1 120, o21a_1 170, or4_1 560, or4_1 530
or4b_1 510, nor4b_2 220, clkdlybuf4s50_1 490
Power is estimated from default activity; no workload was simulated.
